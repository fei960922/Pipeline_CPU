### /design/flow/config.mk
export PLATFORM = sky130hd
export DESIGN_NAME = stage_ex
export DESIGN_NICKNAME = stage_ex
export VERILOG_FILES = /design/flow/design.v
export SDC_FILE = /design/flow/constraint.sdc
export NUM_CORES = 4
export LEC_CHECK = 1
export CORE_UTILIZATION = 50
### /design/flow/constraint.sdc
current_design stage_ex

set clk_period 328.7
set clk_io_pct 0.2

create_clock -name clk0 -period $clk_period

set non_clock_inputs [all_inputs -no_clocks]
set_input_delay [expr $clk_period * $clk_io_pct] -clock clk0 $non_clock_inputs
set_output_delay [expr $clk_period * $clk_io_pct] -clock clk0 [all_outputs]
### /design/flow/design.v
module select_4 (data_1, data_2, data_3, data_4, selector, data_w);
	input 	[31:0]	data_1, data_2, data_3, data_4;
	input 	[1:0]	selector;
	output	[31:0]	data_w;
	reg 	[31:0]	data_w;
	always @(data_1 or data_2 or data_3 or data_4 or selector)
		case (selector) 
			2'b00 : data_w = data_1;
			2'b01 : data_w = data_2;
			2'b10 : data_w = data_3;
			2'b11 : data_w = data_4;
		endcase
endmodule
module stage_ex (op_ex, aluimm_ex, a_ex, b_ex, imm_ex, shift_ex, rw_in, pc4_ex, jal_ex, 
				 bp_taken_in, bp_isbeq_ex, bp_taken_ex, bp_succ_ex, rw_ex, ans_ex);
	input	[31:0]	a_ex, b_ex, imm_ex, pc4_ex;
	input 	[4:0]	rw_in;
	input	[3:0]	op_ex;
	input	aluimm_ex, shift_ex, jal_ex, bp_taken_in, bp_isbeq_ex;
	output	[31:0]	ans_ex;
	output	[4:0]	rw_ex;
	output 	bp_taken_ex, bp_succ_ex;
	wire	[31:0]	a_calc, b_calc, alu;
	assign a_calc = shift_ex	? {imm_ex[5:0],imm_ex[31:6]} : a_ex;
	assign b_calc = aluimm_ex	? imm_ex : b_ex;
	assign ans_ex = jal_ex		? (pc4_ex + 4) : alu;
	assign rw_ex = rw_in | {5{jal_ex}};
	assign bp_taken_ex = ~((a_ex==b_ex) ^ bp_isbeq_ex);
	assign bp_succ_ex = ~(bp_taken_ex ^ bp_taken_in);
	stage_ex_alu au (a_calc, b_calc, op_ex, alu);
endmodule
module stage_ex_alu	(a, b, op, ans);
	input	[31:0]	a, b;
	input	[3:0]	op;
	output	[31:0]	ans;
	wire	[31:0]	op_1, op_2;
	reg		[31:0]	op_3;
	always @* begin
		if (!op[3]) begin
			op_3 = b << a[4:0];
		end else if (op[2]) begin
			op_3 = $signed(b) >>> a[4:0];
		end else begin
			op_3 = b >> a[4:0];
		end
	end
	select_4 o1(a+b, a-b, a*b, a/b, op[3:2], op_1);
	select_4 o2(a&b, a|b, a^b, {b[15:0],16'h0}, op[3:2], op_2);
	select_4 o5(op_1, op_2, op_3, a, op[1:0], ans);
endmodule
### /design/flow/run.sh
#!/bin/bash
# OpenROAD 26Q1-2900-gdf79404cd8, Yosys 0.63+post, stock flow scripts
make -C /OpenROAD-flow-scripts/flow DESIGN_CONFIG=/design/flow/config.mk WORK_HOME=/design/flow/orfs finish
==> out/qor.log <==
INFO  outcome        status=finished, final reports clean
INFO  hold_path      holdPathEnd=ans_ex[0]
INFO  worst_setup_path path_depth=292
INFO  floorplanning  die-height=335microns
INFO  worst_setup_path crit_slowest_cell=sky130_fd_sc_hd__o31ai_1
INFO  synthesis      yosysSeqAreaShare=0
INFO  route          detail_route.iter0.violations=6655
INFO  grt            number_of_global_route_vias_before_repair=57400
INFO  final_layout   final.clkbuf_count=0
INFO  worst_setup_path timing.critical_path.mode_cell=sky130_fd_sc_hd__ha_1
INFO  hold_path      hp-start=pc4_ex[0]
INFO  final_layout   mostFrequentLayoutCell=sky130_fd_sc_hd__nand2_1
INFO  worst_setup_path setup.worst_path.start_class=input pin
INFO  route          drc=0
INFO  final_timing   total_count_of_hold_check_failures_in_the_final_report=0
INFO  worst_setup_path arrival_worst_endpoint=151.34ns
INFO  power_and_ir_drop ir_worst_vdd=61.4uV
INFO  final_layout   proportion_of_layout_cells_with_a_drive_suffix_above_1=0.0690
INFO  hold_path      holdCritPathClass=in -> out
INFO  route          detail-route-antenna-nets=0
INFO  route          detail_route.vias_per_cell=6.49
INFO  clocking       postCtsSetupBuffers=0
INFO  run            stage_log_warnings=70
INFO  worst_setup_path worstSetupPathType=in -> out
INFO  synthesis      logic_family=adder cells
INFO  final_layout   final_design_area_no_fill=59900squm
INFO  floorplanning  floorplan.core_area=109000squm
INFO  floorplanning  fp.dieArea=112000squm
INFO  worst_setup_path critical_path_buf_inv_count=23
INFO  place          io_buffers=181
INFO  final_timing   finalClockPeriodUsage=0.660
INFO  worst_setup_path launch_point_of_the_worst_path=aluimm_ex
INFO  synthesis      ys_chip_area=55300squm
INFO  synthesis      synth-simple-area-share=0.223
INFO  grt            grt_first_pass_wirelength=379000microns
INFO  route          route.detailed.wl_per_inst=27.8microns
INFO  clocking       cts-hold-fix-buffers=0
INFO  final_timing   finalSetupViolCount=0
INFO  synthesis      share_of_synthesized_cell_area_in_full_adder_half_adder_and_majority_cells=0.318
INFO  grt            pin_count_of_the_biggest_net_entering_global_routing=63
INFO  route          dr_total_vias=61100
INFO  synthesis      syn-cell-area=55300squm
INFO  worst_setup_path cp.required=262.96ns
INFO  synthesis      syn-instance-count=7847
INFO  route          detailedRoute.firstPassIterationCount=8
INFO  route          drt_wl_total=261000microns
INFO  place          hpwlAfterDp=208000microns
INFO  final_timing   worst_slew_pin_slew=1.22ns
INFO  synthesis      yosys.area_share.xor_xnor=0.0847
INFO  power_and_ir_drop internal-power=0.293mW
INFO  run            timing.max_cap.violations=0
INFO  floorplanning  chipWidth=335microns
INFO  final_timing   rsz0062_at_grt=no
INFO  final_layout   layout.sequential_cells=0
INFO  final_layout   area_delta_synth_final=8.22%
INFO  synthesis      average_size_of_a_mapped_cell=7.05squm
INFO  final_layout   final.fill_count=10500
INFO  worst_setup_path cpLargestDelayFamily=AND-OR/OR-AND gates
INFO  grt            global_route.usage.total=0.473
INFO  floorplanning  num_rows=121
INFO  floorplanning  floorplan.io_pins=181
INFO  synthesis      yosysUniqueCellTypes=123
INFO  grt            global_route.overflow_total=0
INFO  worst_setup_path cp-end-kind=primary output
INFO  synthesis      yosysWarnings=2
INFO  worst_setup_path max_fo_critical_path=43
INFO  final_timing   max_clock_freq=4.61MHz
INFO  worst_setup_path cpPeakStageDelay=0.96ns
INFO  final_timing   relSlewSlack=0.165
INFO  clocking       ctsResizeCount=0
INFO  synthesis      yosys_cells=7847
INFO  final_timing   period_needed=217.08ns
INFO  hold_path      hold_path_depth=4
INFO  power_and_ir_drop p_leak=27.8nW
INFO  grt            antenna_found_initial=8
INFO  floorplanning  initial_core_util=0.506
INFO  place          gp_routability_congestion=1.12
INFO  power_and_ir_drop net-switching-power=0.495mW
INFO  power_and_ir_drop cellPowerDensity=13.2nW/um^2
INFO  final_layout   flop_area=0squm
INFO  power_and_ir_drop switching_share=0.628
INFO  final_timing   final-max-slew-violation-count=0
INFO  synthesis      synth-compound-area-share=0.256
INFO  final_layout   combGateArea=51800squm
INFO  final_timing   finalSetupTns=0ns
INFO  synthesis      mux_area_frac=0.0456
INFO  place          dpl_cell_area=59900squm
INFO  final_layout   final_layout_top_logic_cells=1004 x sky130_fd_sc_hd__nand2_1, 827 x sky130_fd_sc_hd__nor2_1, 752 x sky130_fd_sc_hd__ha_1, 697 x sky130_fd_sc_hd__inv_1, 584 x sky130_fd_sc_hd__a21oi_1
stage by stage:
step                setup WS [ns]  power, mW  utilization  hold WS (ns)  instances
global placement           115.00      0.746        0.548        132.40       9409
global route               107.54      0.861        0.548        132.43       9409
floorplan                  127.07      0.512            -        131.51       7847
detailed placement         114.28      0.747        0.548        132.40       9409
CTS                        114.04      0.754        0.548        132.41       9409
finish                     111.62      0.788        0.548        132.40       9413
worst max-delay path by stage:
stage	endpoint	slack (ns)
after global routing	ans_ex[0]	107.54
after CTS	ans_ex[0]	114.04
final	ans_ex[0]	111.62
synth_stat cells, types with 13 or more instances:
master,instances,area (sq um)
sky130_fd_sc_hd__fa_1,409,8190
sky130_fd_sc_hd__o21a_1,127,953
sky130_fd_sc_hd__a21oi_1,588,2940
sky130_fd_sc_hd__o21ai_0,430,2150
sky130_fd_sc_hd__nor3_1,195,976
sky130_fd_sc_hd__a211oi_1,122,916
sky130_fd_sc_hd__nand3_1,154,771
sky130_fd_sc_hd__buf_2,21,105
sky130_fd_sc_hd__xor2_1,203,1780
sky130_fd_sc_hd__or2_2,52,325
sky130_fd_sc_hd__nor2b_1,66,413
sky130_fd_sc_hd__o31ai_1,52,390
sky130_fd_sc_hd__o211a_1,13,130
sky130_fd_sc_hd__mux2i_1,117,1170
sky130_fd_sc_hd__or3_1,65,407
sky130_fd_sc_hd__a22oi_1,17,128
sky130_fd_sc_hd__mux2_2,81,912
sky130_fd_sc_hd__o31a_1,14,123
sky130_fd_sc_hd__a21boi_0,38,285
sky130_fd_sc_hd__nor2_1,828,3110
sky130_fd_sc_hd__a31oi_1,80,500
sky130_fd_sc_hd__nor4_1,43,269
sky130_fd_sc_hd__a21o_1,186,1400
sky130_fd_sc_hd__o22ai_1,28,175
sky130_fd_sc_hd__nand2b_1,67,419
sky130_fd_sc_hd__and2_1,51,319
sky130_fd_sc_hd__clkinv_1,20,75.1
sky130_fd_sc_hd__and4_1,17,149
sky130_fd_sc_hd__o221ai_1,15,131
sky130_fd_sc_hd__nand4_1,50,313
sky130_fd_sc_hd__nor3b_1,21,158
sky130_fd_sc_hd__inv_1,700,2630
sky130_fd_sc_hd__nand2_1,1004,3770
sky130_fd_sc_hd__clkbuf_1,227,852
sky130_fd_sc_hd__xnor2_1,332,2910
sky130_fd_sc_hd__buf_1,66,248
sky130_fd_sc_hd__o2111ai_1,22,193
sky130_fd_sc_hd__a31o_2,21,184
sky130_fd_sc_hd__ha_1,752,9410
sky130_fd_sc_hd__o211ai_1,94,706
sky130_fd_sc_hd__o21bai_1,50,375
sky130_fd_sc_hd__a211o_1,18,158
sky130_fd_sc_hd__and3_1,43,269
sky130_fd_sc_hd__a221oi_1,18,158
sky130_fd_sc_hd__o21ai_1,19,95.1
power by group through the flow:
stage	Sequential, mW	Clock (mW)	Combinational [mW]
global route	0	0	0.861
CTS	0	0	0.754
kinds of logic after synthesis:
group           Yosys count
mux                     221
xor+xnor                535
simple gates           2728
fa+ha+maj              1161
compound gates         2157
buf+inv                1045
final cells by class:
cell class | instances | share of cell area
Antenna cell | 4 | 0.000167
Tap cell | 1476 | 0.0308
Timing Repair Buffer | 407 | 0.0589
Multi-Input combinational cell | 6802 | 0.865
Inverter | 724 | 0.0454
layer usage:
| layer | up-vias | global-route usage | part of all wire | wire length (microns) |
|---|---|---|---|---|
| met2 | 3886 | 0.664 | 0.40 | 105000 |
| met4 | 16 | 0.237 | 0.065 | 16900 |
| met5 | - | 0.0187 | 0.00093 | 243 |
| met1 | 28500 | 0.627 | 0.39 | 101000 |
| li1 | 27800 | - | - | - |
| met3 | 819 | 0.197 | 0.14 | 37700 |
Power is estimated from default activity; no workload was simulated.
