[design.v]
module reg_idex (clock, reset_0, a_id, b_id, imm_id, pc_id, rw_id, op_id, wreg_id, wmem_id, rmem_id, aluimm_id, shift_id, jal_id, bp_taken_id, bp_isbeq_id, bp_isbranch_id,
						 enable, a_ex, b_ex, imm_ex, pc_ex, rw_ex, op_ex, wreg_ex, wmem_ex, rmem_ex, aluimm_ex, shift_ex, jal_ex, bp_taken_ex, bp_isbeq_ex, bp_isbranch_ex); 
	input	[31:0]	a_id, b_id, imm_id, pc_id;
	input 	[4:0]	rw_id;
	input	[3:0]	op_id;
	input	wreg_id, wmem_id, rmem_id, aluimm_id, shift_id, jal_id, bp_taken_id, bp_isbeq_id, bp_isbranch_id;
	input	clock, reset_0, enable;
	output reg	[31:0]	a_ex, b_ex, imm_ex, pc_ex;
	output reg	[4:0]	rw_ex;
	output reg	[3:0]	op_ex;
	output reg	wreg_ex, wmem_ex, rmem_ex, aluimm_ex, shift_ex, jal_ex, bp_taken_ex, bp_isbeq_ex, bp_isbranch_ex;
	always @(negedge reset_0 or posedge clock)
		if (reset_0 == 0) begin
			a_ex <= 0;
			b_ex <= 0;
			imm_ex <= 0;
			pc_ex <= 0;
			rw_ex <= 0;
			op_ex <= 0;
			wreg_ex <= 0;
			wmem_ex <= 0;
			rmem_ex <= 0;
			aluimm_ex <= 0;
			shift_ex <= 0;
			jal_ex <= 0;
			bp_taken_ex <= 0;
			bp_isbeq_ex <= 0;
			bp_isbranch_ex <= 0;
		end else if (enable) begin
			a_ex <= a_id;
			b_ex <= b_id;
			imm_ex <= imm_id;
			pc_ex <= pc_id;
			rw_ex <= rw_id;
			op_ex <= op_id;
			wreg_ex <= wreg_id;
			wmem_ex <= wmem_id;
			rmem_ex <= rmem_id;
			aluimm_ex <= aluimm_id;
			shift_ex <= shift_id;
			jal_ex <= jal_id;
			bp_taken_ex <= bp_taken_id;
			bp_isbeq_ex <= bp_isbeq_id;
			bp_isbranch_ex <= bp_isbranch_id;
		end
endmodule
[run.sh]
#!/bin/bash
# OpenROAD 26Q1-2900-gdf79404cd8, Yosys 0.63+post, stock flow scripts
make -C /OpenROAD-flow-scripts/flow DESIGN_CONFIG=/design/flow/config.mk WORK_HOME=/design/flow/orfs finish
[config.mk]
export PLATFORM = sky130hd
export DESIGN_NAME = reg_idex
export DESIGN_NICKNAME = reg_idex
export VERILOG_FILES = /design/flow/design.v
export SDC_FILE = /design/flow/constraint.sdc
export NUM_CORES = 4
export LEC_CHECK = 1
export CORE_UTILIZATION = 40
[constraint.sdc]
current_design reg_idex

set clk_period 1.5
set clk_io_pct 0.2

create_clock -name clk0 -period $clk_period [get_ports {clock}]

set non_clock_inputs [all_inputs -no_clocks]
set_input_delay [expr $clk_period * $clk_io_pct] -clock clk0 $non_clock_inputs
set_output_delay [expr $clk_period * $clk_io_pct] -clock clk0 [all_outputs]
==> flow_metrics.tcl <==
# implementation run metrics
set metrics [dict create \
    outcome "completed" \
    synthTopCellsByArea "dfrtp_1 66%, mux2_2 30%, clkbuf_8 2.5%" \
    ir_worst_vdd_uv 667.7 \
    crit_cells 1 \
    num_antenna_cells 0 \
    drt_first_pass_iters 2 \
    cp_data_required_time_ns 1.20 \
    worst_slew_margin_rel_pct 77.91 \
    numCtsBuffers 17 \
    fin_util_pct 67.63 \
    grt_setup_unrepaired "false" \
    avgRoutedWirePerCell_um 16.75 \
    tool_warnings 26 \
    r2r_cells 2 \
    whs_path_depth 3 \
    path_class "flip-flop to output pin" \
    setup_viol 0 \
    pin_count 295 \
    mux_area_share_pct 29.88 \
    cp_top_family "flip-flops" \
    cp-start-kind "flip-flop" \
    ant_nets 0 \
    io_buffers 294 \
    avgSynthCellArea_um2 17.87 \
    place_congestion 0.7935 \
    drv_slew 0 \
    routed.top_layer "met4" \
    synth_area_leader_cell "dfrtp_1" \
    route.detailed.drc 0 \
    holdWs_ns 0.4030 \
    dieArea_um2 14230 \
    finalClockPeriodUsage_pct 91.64 \
    wl_um 13520 \
    critical-path-slowest-cell "dfrtp_1" \
    ys_sh_simple_pct 0 \
    fmax_mhz 727.5 \
    yosys-stat-area_um2 5503 \
    hold_viol 0 \
    vias_per_cell 4.592 \
    xor_area_share_pct 0 \
    critPathBufInv 1 \
    nFillCells 1017 \
    synth_stat.cells 308 \
    antenna_found_initial 0 \
    final_cell_area_um2 9027 \
    area_growth_pct 64.05 \
    ys_top_logic_family "multiplexers" \
    tightest_slew_ns 0.3314 \
    cts.sinks 146 \
    drt_iter0_drc 128 \
    grt_pass1_vias 3765 \
    p_leak_nw 4.014 \
    worstSetupEndpointType "output pin" \
    cts_max_level 4 \
    track_usage_pct 20.23 \
    adder_share_pct 0 \
    ys_warn_count 1 \
    grt_max_degree 63 \
    synth.distinct_cells 4 \
    crit_arrival_ns 1.07 \
    clock_latency_ns 0.41 \
    slowest_delay_ns 0.41 \
    powerDensity_nw_per_um2 1107 \
    ys_ff 146 \
    overflow 0 \
    cts_tree "done" \
    cp_max_fo 2 \
    compound_area_share_pct 0 \
    initCoreUtil_pct 41.23 \
    path_cells "dlygate4sd2_1" \
    lay_top_cells "146 x mux2_2, 146 x dfrtp_1, 146 x clkdlybuf4s50_1, 146 x dlygate4sd2_1, 17 x clkbuf_16" \
    fp.coreArea_um2 13350 \
    path_clk_slew_ns 0.06 \
    synth_area_um2 5503 \
    chipWidth_um 119.3 \
    dr_wl_met2_um 6592 \
    die_h_um 119.3 \
    netlist.area_leader.share_pct 66.39 \
    hp-class "input pin to flip-flop" \
    dpl_cell_area_um2 8571 \
    drive_gt1_share_pct 29.64 \
    num_vias 3706 \
    syn_inst 308 \
    ys_seq_share_pct 66.39 \
    fin_setup_tns_ns 0 \
    root_buffer "clkbuf_16" \
    fin_crit_ns 1.375 \
    grt_pass1_wl_um 20820 \
    num_rows 42 \
    maxCapViolCount 0 \
    wl_met1_um 5037 \
    dp_hpwl_um 10140 \
    wl_met3_um 1624 \
    cts_max_path_buffers 2 \
    clock_skew_ns 0 \
]
area by class of cell:
class	instances	area, um^2	area share [%]
tap	176	220.2	2.439
clock inverter	4	45.04	0.4990
sequential	146	3654	40.47
multi-input combinational	146	1644	18.21
clock buffer	28	526.8	5.835
timing repair buffer	307	2938	32.54
sequential cells by signal (all words and copies together) (netlist names):
| name | flops |
|---|---|
| jal_ex | 1 |
| aluimm_ex | 1 |
| bp_isbeq_ex | 1 |
| b_ex | 32 |
| op_ex | 4 |
| pc_ex | 32 |
| imm_ex | 32 |
| wmem_ex | 1 |
| a_ex | 32 |
| rmem_ex | 1 |
| shift_ex | 1 |
| wreg_ex | 1 |
| rw_ex | 5 |
| bp_taken_ex | 1 |
| bp_isbranch_ex | 1 |
report_power, final:
group	internal (W)	switching, W
logic	0.00109	0.000383
registers	0.00434	0.000172
clock network	0.00254	0.00147
total	0.00797	0.00203
per-layer routing:
metal / track usage (%) / vias up
met5: 0 / -
met4: 3.516 / 0
met3: 9.198 / 17
met2: 32.52 / 178
met1: 26.40 / 1792
li1: - / 1719
worst min-delay path, stage by stage:
cell and delay [ns]:
buf_6 0.11, buf_12 0.19, mux2_2 0.17
Yosys cell counts (all sizes together):
master	instances
dfrtp	146
mux2	146
clkbuf	10
buf	6
final timing paths:
check,start,to,slack [ns]
min in group asynchronous,reset_0,a_ex[20]$_DFFE_PN0P_,0.44
max reg2reg,imm_ex[2]$_DFFE_PN0P_,imm_ex[2]$_DFFE_PN0P_,0.63
max,a_ex[0]$_DFFE_PN0P_,a_ex[0],0.13
min reg2reg,a_ex[4]$_DFFE_PN0P_,a_ex[4]$_DFFE_PN0P_,0.50
max in group asynchronous,reset_0,imm_ex[11]$_DFFE_PN0P_,0.75
min,enable,a_ex[4]$_DFFE_PN0P_,0.40
through the flow:
stage          std cells  setup WS (ns)  power, W
2_1_floorplan        308         0.4666  0.004970
3_3_place_gp         768         0.2665  0.006309
3_5_place_dp         768         0.2491  0.006335
4_1_cts              807        0.09886   0.01012
5_1_grt              807        0.08492   0.01044
6_report             807         0.1253  0.009991
cell families (layout without fill, tap and decap cells):
kind of cell	after synthesis	in the layout
mux	146	146
buf+inv	16	339
flops	146	146
repair_timing:
item | 4_1_cts | 5_1_grt
hold buffers | 2 | 0
gates resized | 146 | 0
buffers inserted | 5 | 0
hold endpoints to repair | 30 | 0
endpoints found under the setup margin | 146 | 0
Power and IR drop assume default switching activity.
