==> design/flow/design.v <==
module reg_array (clock, reset_0, enable, addr_a, addr_b, addr_w, data_w, data_a, data_b);
	input	clock, reset_0, enable;
	input 	[31:0]	data_w;
	input	[4:0]	addr_a, addr_b, addr_w;
	output	[31:0]	data_a, data_b;
	reg 	[31:0]	data[0:31];
	integer i;
	assign 	data_a = data[addr_a];
	assign 	data_b = data[addr_b];
	always @(negedge reset_0 or posedge clock)
		if (reset_0 == 0) begin
			for (i=0;i<32;i=i+1)
				data[i] <= 0;
		end else if (enable)
			data[addr_w] <= data_w;
endmodule
==> design/flow/run.sh <==
#!/bin/bash
# OpenROAD 26Q1-2900-gdf79404cd8, Yosys 0.63+post, stock flow scripts
make -C /OpenROAD-flow-scripts/flow DESIGN_CONFIG=/design/flow/config.mk WORK_HOME=/design/flow/orfs finish
==> design/flow/config.mk <==
export PLATFORM = sky130hd
export DESIGN_NAME = reg_array
export DESIGN_NICKNAME = reg_array
export VERILOG_FILES = /design/flow/design.v
export SDC_FILE = /design/flow/constraint.sdc
export NUM_CORES = 4
export LEC_CHECK = 1
export CORE_UTILIZATION = 50
==> design/flow/constraint.sdc <==
current_design reg_array

set clk_period 7.5
set clk_io_pct 0.2

create_clock -name clk0 -period $clk_period [get_ports {clock}]

set non_clock_inputs [all_inputs -no_clocks]
set_input_delay [expr $clk_period * $clk_io_pct] -clock clk0 $non_clock_inputs
set_output_delay [expr $clk_period * $clk_io_pct] -clock clk0 [all_outputs]
==> out/qor.yml <==
outcome:
  run_status: "complete, no violations"
final_timing:
  min_period_ns: 7.056
  hold_ws_ns: 0.5309
  worst_pin_slew_ns: 1.137
  fmax_ghz: 0.1417
  finalSetupViolCount: 0
  skew_ns: 0
  period_used_pct: 94.08
  grt_setup_unrepaired: "no"
  slew_headroom_pct: 24.03
  fin_setup_tns_ns: 0
  finalMaxSlewViolations: 0
  hold_violations: 0
finish:
  reg_top3: "data: 1024 flops"
  final_common_cell: "mux2_2"
  largest_register_ffs: 1024
  drive_gt1_share_pct: 36.13
  area_growth_pct: 15.22
  layout_top_cells: "mux2_2 (1052), dfrtp_1 (1024), a22oi_1 (692)"
  regMostFlops: "data"
  fin_util_pct: 58.49
  stdcell_count: 6007
power:
  ir_drop_mv: 0.2164
  leakagePower_uw: 0.02597
  totalPowerFinal_uw: 15850
  power_density_mw_per_mm2: 264.8
detailed_routing:
  wl_mm: 286.5
  postRouteAntennaNets: 0
  drt_iter0_drc: 6259
  vias: 46854
  vias_per_cell: 7.800
  routedWlPerCell_um: 47.70
  dr.pass1.iters: 11
  drcViolationCount: 0
synth:
  area_leaders: "dfrtp_1 (49%), mux2_2 (23%), a22oi_1 (10%)"
  netlist_area_mm2: 0.05195
  synth_area_per_cell_um2: 11.82
  ys_warn_count: 2
  yosys.area.top_type_share_pct: 49.33
  yosys_cells: 4394
  synthFlopType: "dfrtp_1"
  synthDistinctLibCells: 70
  ys_seq_share_pct: 49.33
  synth-edff-count: 0
  largest_area_cell: "dfrtp_1"
  syn_inst: 4394
  ys_ff: 1024
  yosys_area_mm2: 0.05195
  synth-async-reset-ratio_pct: 100.0
worst_hold_path:
  min_path_type: "flop to flop"
grt:
  first_global_vias: 45596
  grt_pass1_wl_mm: 387.2
  grt_usage_pct: 56.92
  grt_max_degree: 120
  grt.overflow.total: 0
  antenna_found_initial: 34
setup_path:
  critPathKind: "input port to primary output"
  critPathMaxFanout: 22
  cp-end-kind: "primary output"
  cp-start-kind: "input port"
  required_ns: 6.00
  reg2reg_slack_ns: 6.63
  arrival_ns: 5.56
clock_tree:
  cts_sinks: 1024
  cts_resized: 0
  clk_latency_ns: 0.73
  root_buffer: "clkbuf_16"
  clk_pin_slew_worst_paths_ns: 0.06
  cts-hold-fix-buffers: 0
  clock_path_buffers: 3
  htreeDepth: 3
  cts_setup_buffers: 0
  cts_buffers: 111
  cts_tree: "done"
floorplanning:
  fp-utilization_pct: 50.77
  die-area_mm2: 0.1052
  io_pins: 114
  rows: 117
  dieWidth_um: 324.3
  die_h_um: 324.3
  core_mm2: 0.1023
place:
  io_buffers: 113
  dpl.hpwl_mm: 180.8
  place_inst: 5758
  gp_congestion: 1.118
job:
  tool_warnings: 51
  max_cap_violations: 0
-- final cells by class --
class,instances,area [µm²]
fillers,8328,42470
flip-flops and latches,1024,25620
multi-input cells,2939,24880
repair buffers,424,3764
clock buffers,172,3369
well taps,1368,1712
clock inverters,30,376.6
diodes,47,117.6
inverters,3,11.26
-- power by group --
| part | total (µW) | internal, µW | switching [µW] |
|---|---|---|---|
| Clock | 5720 | 3340 | 2380 |
| Sequential | 7700 | 6600 | 1100 |
| Combinational | 2430 | 1260 | 1170 |
-- worst max-delay path, stage by stage --
cell and delay, ns:
buf_2 0.66, nand2b_1 0.74, nor3_4 0.88, buf_4 0.51, a22oi_1 0.16, nand4_1 0.17, a2111oi_0 0.07, a31oi_1 0.28
clkdlybuf4s50_1 0.54
-- logic make-up after synthesis --
group                  Yosys count  synth area share, %
DFF                           1024                49.33
and+or+nand+nor                748                7.187
buffers and inverters          431                3.806
AOI/OAI and AO/OA             1074                15.53
muxes                         1117                24.15
-- metal layers --
layer / vias to the layer above / global-route usage, % / part of all wire, %
met4: 40 / 38.54 / 9.2
met1: 23568 / 71.92 / 34
li1: 17181 / - / -
met2: 4492 / 70.87 / 38
met3: 1573 / 37.56 / 18
met5: - / 4.438 / 0.20
-- worst paths after layout --
kind	end	cells past startpoint	start
worst max-delay path	data_b[7]	9	addr_b[2]
worst min-delay path	data[24][24]$_DFFE_PN0P_	1	data[24][24]$_DFFE_PN0P_
worst max register to register	data[10][13]$_DFFE_PN0P_	1	data[10][13]$_DFFE_PN0P_
worst min register to register	data[24][24]$_DFFE_PN0P_	1	data[24][24]$_DFFE_PN0P_
max in group asynchronous	data[10][22]$_DFFE_PN0P_	3	reset_0
min in group asynchronous	data[11][3]$_DFFE_PN0P_	1	reset_0
-- cells in the mapped netlist, drive strengths merged, types with 5 or more instances --
cell type  count
a2111oi       17
a211oi         7
a21oi         79
a221oi        40
a222oi        24
a22o          54
a22oi        692
a31oi         27
a32oi         23
and2           8
and3          11
and4           7
buf          255
clkbuf       173
dfrtp       1024
mux2        1052
mux2i         61
nand2        213
nand2b        18
nand3         44
nand3b         7
nand4         93
nor2         194
nor2b         19
nor3          65
nor3b          7
nor4          27
o2111ai        6
o211ai         9
o21ai         30
o22a           7
o22ai         11
o31ai          5
o32a          16
or2            5
or3           12
or3b           5
or4            5
-- stage by stage --
stage,instance area (µm²),setup slack (ns)
floorplan,51950,2.965
global placement,55990,0.8685
detailed placement,55990,0.8089
CTS,59740,0.8142
global route,59760,0.6071
finish,59850,0.4438
Power is estimated from default activity; no workload was simulated.
